## ./constraint.sdc

```tcl
current_design ddr2_read_control

set clk_period 3.6
set clk_io_pct 0.2

create_clock -name clk0 -period $clk_period [get_ports {clk_in}]

set non_clock_inputs [all_inputs -no_clocks]
set_input_delay [expr $clk_period * $clk_io_pct] -clock clk0 $non_clock_inputs
set_output_delay [expr $clk_period * $clk_io_pct] -clock clk0 [all_outputs]
```

## ./design.v

```verilog
`timescale 1ns / 1ps
module ddr2_read_control(
    clk_in,
    rst_n,
    enable,
    app_en,
    app_cmd,
    app_addr,
    app_rd_data,
    app_rdy,
    app_rd_data_end,
    app_rd_data_valid
    );
    input clk_in;
    input rst_n;
    input enable;
    output reg app_en;
    output reg [2:0] app_cmd;
    output reg [26:0] app_addr;
    input [127:0] app_rd_data;
    input app_rdy;
    input app_rd_data_end;
    input app_rd_data_valid;
    reg [26:0] app_addr_tmp;
    reg [4:0] cstate;
    localparam IDLE = 5'b0_0001;
    localparam READ = 5'b0_0010;
    localparam WAIT = 5'b0_0100;
    localparam ADDR_ACCUMULATE = 5'b0_1000;
    localparam WAIT_FOR_CONFIG = 5'b1_0000;
    always @(posedge clk_in)
    begin
        if(rst_n) begin
            app_en <= 0;
            app_addr_tmp <= 27'h0;
            cstate <= IDLE;
        end
        else if(enable) begin
            case(cstate)
            IDLE:begin
                app_en <= 1;
                app_addr <= app_addr_tmp;
                app_cmd <= 3'b001;
                cstate <= READ;
            end
            READ:begin
                if(app_rdy) begin
                    app_en <= 1'b0;
                    app_addr_tmp <= app_addr_tmp + 27'h8;
                    cstate <= IDLE;
                end
            end
            default:cstate <= IDLE;
            endcase
        end  
    end
endmodule
```

## ./config.mk

```make
export PLATFORM = sky130hd
export DESIGN_NAME = ddr2_read_control
export DESIGN_NICKNAME = ddr2_read_control
export VERILOG_FILES = /design/flow/design.v
export SDC_FILE = /design/flow/constraint.sdc
export NUM_CORES = 4
export LEC_CHECK = 1
export CORE_UTILIZATION = 40
```

## ./run.sh

```bash
#!/bin/bash
# OpenROAD 26Q1-2900-gdf79404cd8, Yosys 0.63+post, stock flow scripts
make -C /OpenROAD-flow-scripts/flow DESIGN_CONFIG=/design/flow/config.mk WORK_HOME=/design/flow/orfs finish
```

==> impl_metrics.prom <==
# HELP chip_impl_metric Yosys and OpenROAD flow results
# TYPE chip_impl_metric gauge
chip_impl_metric{name="grt_pass1_wl",unit="µm"} 5620
chip_impl_metric{name="max_cap_violations",unit=""} 0
chip_impl_metric{name="num_io_pins",unit=""} 165
chip_impl_metric{name="cts-resized-gates",unit=""} 0
chip_impl_info{name="cts_tree",value="done"} 1
chip_impl_metric{name="peakVddDrop",unit="µV"} 172
chip_impl_metric{name="finalSetupViolCount",unit=""} 0
chip_impl_metric{name="p_leak",unit="nW"} 0.785
chip_impl_metric{name="timing.fmax",unit="GHz"} 0.384
chip_impl_metric{name="clock_sink_total",unit=""} 51
chip_impl_metric{name="numSynthFlops",unit=""} 51
chip_impl_metric{name="yosys.cell_types.count",unit=""} 32
chip_impl_metric{name="r2r_cells",unit=""} 5
chip_impl_metric{name="tns",unit="ps"} 0
chip_impl_metric{name="port_buffers",unit=""} 28
chip_impl_metric{name="first_global_vias",unit=""} 1222
chip_impl_info{name="criticalPathCategory",value="input port to flop"} 1
chip_impl_metric{name="synth_largest_type_area_fraction",unit="%"} 35.2
chip_impl_metric{name="wl",unit="µm"} 3330
chip_impl_metric{name="worst_skew_pair.late_latency",unit="ps"} 300
chip_impl_metric{name="yosysSeqAreaShare",unit="%"} 61.6
chip_impl_info{name="clockRootBuffer",value="sky130_fd_sc_hd__clkbuf_8"} 1
chip_impl_metric{name="synth_stat.cells",unit=""} 175
chip_impl_metric{name="number_of_warnings_issued_by_yosys",unit=""} 1
chip_impl_metric{name="gr-total-overflow",unit=""} 0
chip_impl_metric{name="cell_area_after_synthesis",unit="mm²"} 0.00205
chip_impl_metric{name="antenna_cell_count",unit=""} 0
chip_impl_metric{name="ctsHtreeMaxLevel",unit=""} 2
chip_impl_metric{name="yosys-stat-area",unit="mm²"} 0.00205
chip_impl_metric{name="coreArea",unit="mm²"} 0.00482
chip_impl_info{name="cell_taking_the_most_area_after_synthesis",value="sky130_fd_sc_hd__edfxtp_1"} 1
chip_impl_metric{name="drtIter0Drc",unit=""} 57
chip_impl_metric{name="via_count",unit=""} 1346
chip_impl_metric{name="synth.avg_cell_area",unit="µm²"} 11.7
chip_impl_info{name="postSynth.topFlopCell",value="sky130_fd_sc_hd__dfxtp_1"} 1
chip_impl_metric{name="async_reset_ff_share",unit="%"} 0
chip_impl_metric{name="cp.arrival",unit="ps"} 2830
chip_impl_metric{name="drt_drc_violations_left",unit=""} 0
chip_impl_info{name="crit_path_end_kind",value="flop"} 1
chip_impl_info{name="cp_max_delay_cell",value="sky130_fd_sc_hd__clkdlybuf4s50_1"} 1
chip_impl_metric{name="finalHoldViolCount",unit=""} 0
chip_impl_metric{name="routed_wire_length_per_instance",unit="µm"} 12.2
chip_impl_metric{name="place.detailed.hpwl",unit="µm"} 2250
chip_impl_metric{name="final.hold.worst_slack",unit="ps"} 490
chip_impl_info{name="worstReg2RegStart",value="app_addr_tmp[3]"} 1
chip_impl_metric{name="timing.critical_path.required",unit="ps"} 3830
chip_impl_metric{name="power_density_of_the_placed_cells",unit="mW/mm²"} 403
chip_impl_metric{name="place_congestion",unit=""} 0.805
chip_impl_info{name="startpoint",value="enable"} 1
chip_impl_metric{name="clk_pin_slew",unit="ps"} 90
chip_impl_metric{name="hold_path_depth",unit=""} 0
chip_impl_metric{name="clock_tree.buffer_depth",unit=""} 2
chip_impl_metric{name="floorplan.initialDensity",unit="%"} 42.5
chip_impl_metric{name="antenna_left",unit=""} 0
chip_impl_metric{name="fp.dieArea",unit="mm²"} 0.00541
chip_impl_metric{name="grt_antenna_before_repair",unit=""} 0
chip_impl_metric{name="critical_path.max_stage_delay",unit="ps"} 620
chip_impl_metric{name="n_fill_cell",unit=""} 431
chip_impl_info{name="timing.critical_path.from_type",value="input port"} 1
chip_impl_metric{name="final_period_minus_worst_setup_slack",unit="ps"} 2600
chip_impl_metric{name="edf_count",unit=""} 24
chip_impl_metric{name="grt_max_degree",unit=""} 29
chip_impl_metric{name="global_route.usage.total",unit="%"} 14.0
chip_impl_metric{name="worst_clock_skew",unit="ps"} 7.11
chip_impl_info{name="hold_class",value="flop to flop"} 1
chip_impl_metric{name="final_layout_size_suffix_gt1_share",unit="%"} 7.32
chip_impl_metric{name="die_w",unit="µm"} 73.5
chip_impl_metric{name="dr.pass1.iters",unit=""} 4
chip_impl_metric{name="signed_area_change_from_the_synthesized_netlist_to_the_final_layout",unit="%"} 19.6
chip_impl_info{name="synth.top_cells.by_area",value="sky130_fd_sc_hd__edfxtp_1, sky130_fd_sc_hd__dfxtp_1, sky130_fd_sc_hd__a21oi_1, sky130_fd_sc_hd__o31ai_1, sky130_fd_sc_hd__or4_1"} 1
chip_impl_metric{name="final_report_max_slew_violation_count",unit=""} 0
chip_impl_metric{name="finalClockPeriodUsage",unit="%"} 72.3
chip_impl_info{name="cp_cell_sequence",value="clkdlybuf4s50_1, and4_2, nand4_1, or4_1, a21oi_1"} 1
chip_impl_metric{name="post_drt_via_cell_ratio",unit=""} 4.95
chip_impl_info{name="rsz0062_at_grt",value="no"} 1
chip_impl_metric{name="number_of_standard_cells_after_synthesis",unit=""} 175
chip_impl_info{name="min_from",value="app_addr_tmp[26]"} 1
chip_impl_metric{name="ctsHoldBuffers",unit=""} 0
chip_impl_info{name="mostFrequentLayoutCell",value="sky130_fd_sc_hd__clkdlybuf4s50_1"} 1
chip_impl_metric{name="fp.dieH",unit="µm"} 73.5
chip_impl_info{name="outcome",value="completed"} 1
chip_impl_metric{name="std_cell_rows",unit=""} 25
chip_impl_metric{name="cts_buffers",unit=""} 5
chip_impl_metric{name="cts_setup_buffers",unit=""} 0
chip_impl_metric{name="cp_max_fo",unit=""} 13
chip_impl_info{name="layout_top_cells_excl_fill_tap",value="sky130_fd_sc_hd__clkdlybuf4s50_1, sky130_fd_sc_hd__dfxtp_1, sky130_fd_sc_hd__edfxtp_1, sky130_fd_sc_hd__a21oi_1, sky130_fd_sc_hd__nor2_1"} 1
chip_impl_metric{name="openroad.warnings",unit=""} 155
worst max-delay path, delay by kind of cell:
kind,cells,cell delay (ps)
compound gates,1,150
simple gates,3,1340
buf+inv,1,620
registers in the layout, summed over array words and instances, names as in the netlist:
name          count
app_addr         24
app_addr_tmp     24
app_en            1
cstate            2
Yosys cell counts (all sizes together) (3+ instances only):
master	instances
a21oi	16
and3	3
and4	4
buf	10
clkbuf	3
dfxtp	27
edfxtp	24
inv	5
nand2	8
nand3	8
nand4	6
nor2	15
o21ai	3
o31ai	9
or3	4
or4	9
xnor2	6
xor2	4
kinds of logic (layout without fill, tap and decap cells):
family	after synthesis	in the layout	share of synthesized area (%)
AOI/OAI and AO/OA	30	30	8.80
xor gates and xnor gates	10	10	4.28
adders and majority gates	1	1	0.611
buffers and inverters	18	44	5.38
DFF	51	51	61.6
muxes	1	1	0.489
other	2	6	0.367
and+or+nand+nor	62	62	18.5
where the power goes:
group	switching [mW]	internal, mW	leakage, nW
logic	0.0184	0.0267	0.307
registers	0.00586	0.618	0.436
clock network	0.180	0.136	0.0412
total	0.204	0.781	0.785
path summary, 6_finish.rpt:
kind,to,slack [ps]
hold reg to reg,app_addr[26],490
setup / recovery,app_addr_tmp[19],1000
hold / removal,app_addr[26],490
setup reg to reg,app_addr_tmp[19],1520
area by class of cell:
class                           instances  area [µm²]  share of cell area [%]
Inverter                                5        18.8                   0.767
Tap cell                               67        83.8                    3.43
Multi-Input combinational cell        110         696                    28.4
Clock inverter                          2        12.5                   0.511
Clock buffer                            6        72.6                    2.97
Sequential cell                        51        1260                    51.5
Timing Repair Buffer                   31         303                    12.4
layer usage:
layer	share of wire [%]	GRT usage, %	vias to the layer above	wire length [µm]
li1	-	-	697	-
met4	0.69	1.71	0	23
met2	46	21.3	30	1550
met1	48	21.7	617	1610
met3	4.6	4.02	2	153
met5	0	0	-	0
stage by stage:
stage               area (µm²)  power (mW)  utilization, %  instances  worst slack [ps]
floorplan                 2060       0.657               -        179               581
global placement          2360       0.683            49.0        264               723
detailed placement        2360       0.684            49.0        264               689
CTS                       2450       0.994            50.8        272              1000
global route              2450        1.03            50.8        272               799
finish                    2450       0.985            50.8        272               997
Power and IR drop assume default switching activity.
