$ cat design/flow/run.sh
#!/bin/bash
# OpenROAD 26Q1-2900-gdf79404cd8, Yosys 0.63+post, stock flow scripts
make -C /OpenROAD-flow-scripts/flow DESIGN_CONFIG=/design/flow/config.mk WORK_HOME=/design/flow/orfs finish
$ cat design/flow/config.mk
export PLATFORM = sky130hd
export DESIGN_NAME = ddr2_write_control
export DESIGN_NICKNAME = ddr2_write_control
export VERILOG_FILES = /design/flow/design.v
export SDC_FILE = /design/flow/constraint.sdc
export NUM_CORES = 4
export LEC_CHECK = 1
export CORE_AREA = 10 10 191 191
export DIE_AREA = 0 0 201 201
$ cat design/flow/design.v
`timescale 1ns / 1ps
module ddr2_write_control(
    clk_in,
    rst_n,
    ADDR_I,
    DATA_I,
    STB_I,
    ACK_O,
    read_en,
    app_en,
    app_wdf_wren,
    app_wdf_end,
    app_cmd,
    app_addr,
    app_wdf_data,
    app_rdy,
    app_wdf_rdy
    );
    parameter DQ_WIDTH          = 16;
    parameter ECC_TEST          = "OFF";
    parameter ADDR_WIDTH        = 27;
    parameter nCK_PER_CLK       = 4;
    localparam DATA_WIDTH       = 16;
    localparam PAYLOAD_WIDTH    = (ECC_TEST == "OFF") ? DATA_WIDTH : DQ_WIDTH;
    localparam APP_DATA_WIDTH   = 2 * nCK_PER_CLK * PAYLOAD_WIDTH;   
    localparam APP_MASK_WIDTH   = APP_DATA_WIDTH / 8;
    input clk_in;
    input rst_n;  
    input [26:0] ADDR_I;     
    input [127:0] DATA_I;   
    input STB_I;     
    output reg ACK_O;     
    output reg read_en;
    output reg app_en, app_wdf_wren, app_wdf_end;
    output reg [2:0] app_cmd;
    output reg [ADDR_WIDTH-1:0] app_addr;
    output reg [APP_DATA_WIDTH-1:0] app_wdf_data;
    input app_rdy, app_wdf_rdy;
    reg [2:0] cstate;
    parameter IDLE = 3'b001;
    parameter WRITE = 3'b010;
    reg [3:0] write_count;
    always @(posedge clk_in)
    begin
        if(rst_n) begin
            app_cmd <= 3'b1;
            app_en <= 1'b0;
            app_wdf_data <= 128'h0;
            app_addr <= 27'h0;
            app_wdf_end <= 1'b0;
            app_wdf_wren <= 1'b0;
            write_count <= 0;
            read_en <= 0;
            ACK_O <= 0;
            cstate <= IDLE;
        end
        else if(STB_I) begin
            case(cstate)
                IDLE:begin
                    if(app_rdy & app_wdf_rdy) begin
                        app_wdf_data <= DATA_I;
                        app_cmd <= 3'b0;
                        app_addr <= ADDR_I;
                        app_wdf_wren <= 1'b1;
                        app_wdf_end <= 1'b1;
                        app_en <= 1'b1;
                        ACK_O <= 0;   
                        write_count <= write_count + 1;
                        cstate <= WRITE;
                    end
                    else cstate <= IDLE; 
                end
                WRITE:begin
                    app_en <= 1'b0;
                    app_cmd <= 3'b1;
                    ACK_O <= 1;
                    app_wdf_wren <= 1'b0;
                    app_wdf_end <= 0;
                    if(write_count == 3)
                        read_en <= 1;
                    cstate <= IDLE;
                end
                default:cstate <= IDLE;
            endcase
        end
        else begin
            app_en <= 0;
            app_wdf_wren <= 0;
            app_wdf_end <= 0;
            ACK_O <= 0;
            cstate <= IDLE;
        end
    end
endmodule
$ cat design/flow/constraint.sdc
current_design ddr2_write_control

set clk_period 7.0
set clk_io_pct 0.2

create_clock -name clk0 -period $clk_period [get_ports {clk_in}]

set non_clock_inputs [all_inputs -no_clocks]
set_input_delay [expr $clk_period * $clk_io_pct] -clock clk0 $non_clock_inputs
set_output_delay [expr $clk_period * $clk_io_pct] -clock clk0 [all_outputs]
==> flow_summary.yaml <==
# synthesis and place-and-route metrics
synth:
  syn_area_per_cell_um2: 8.03
  yosysCellCount: 721
  numSynthFlops: 165
  netlist_area_um2: 5790
  yosysWarnings: 1
  yosysSeqAreaShare_pct: 57.1
  yosys_area_um2: 5790
  postSynthCellCount: 721
  yosys.cell_types.count: 25
final_timing:
  period_used_pct: 46.5
  skew_ns: 0.00753
  whs_ns: 0.451
  rsz0062_at_grt: "false"
  setup_tns_ns: 0
  timing.fmax_ghz: 0.307
  finalHoldViolCount: 0
  relSlewSlack_pct: 48.9
  worstMarginPinSlew_ns: 0.766
  setup_viol: 0
  layout_min_cycle_time_ns: 3.26
  final-max-slew-violation-count: 0
floorplanning:
  chipHeight_um: 201
  io_pins: 323
  fp-utilization_pct: 17.8
  core_area_um2: 32500
  rows: 66
  die_x_um: 201
  die_area_um2: 40400
layout:
  layout_top_cells: "clkdlybuf4s50_1, nand2_1, dfxtp_1, a21oi_1, clkbuf_16"
  layout_top_cell: "clkdlybuf4s50_1"
  fill_cells: 3426
  syn_to_final_growth_pct: 70.0
  drive_above_1_share_pct: 3.91
global_route:
  grt_pass1_wl_um: 33000
  grt_pass1_vias: 5515
  antenna_found_initial: 0
  track_usage_pct: 10.4
  grt_overflow: 0
  grt_start_max_net_pins: 67
setup_path:
  crit_fanout: 58
  worstSetupPathType: "primary input to flip-flop"
  critPathLaunchType: "primary input"
  r2r-start: "cstate[0]$_DFF_P_"
  worstPathArrival_ns: 3.54
  reg2reg_slack_ns: 4.83
  cp-end-kind: "flip-flop"
  reg2reg_depth: 4
  crit_required_ns: 7.29
  reg2reg_to: "write_count[0]$_SDFFE_PP0P_"
power_and_ir_drop:
  power.density_nw_per_um2: 218
  clock_power_share_pct: 43.7
  power_leakage_nw: 3.31
  comb_power_share_pct: 10.5
  power_frac_seq_pct: 45.8
  p_int_mw: 1.65
  netSwitchingPower_mw: 0.497
  sw_frac_of_total_pct: 23.1
  ir_drop_mv: 0.150
route:
  n_antenna_cell: 0
  avgViaCountPerCell: 3.87
  wirelength_um: 21600
  drtAntennaViolNets: 0
  drc: 0
  dr_total_vias: 5672
  wl_per_cell_um: 14.8
  drt-initial-drc-count: 218
  first_pass_iters: 4
placement:
  place.port_buffers: 320
  gp_congestion: 0.782
  hpwl_um: 15300
clock_network:
  ctsResizeCount: 0
  cts_hold_buf: 0
  cts_setup_buffers: 0
  cts_buffers: 17
  h-tree-depth: 4
  clk_pin_slew_ns: 0.07
  clock_latency_ns: 0.43
  cts_tree: "done"
  cts.sinks: 165
  clockBufferDepth: 2
  cts_root_buf: "clkbuf_16"
min_path:
  hold_path_class: "flip-flop to flip-flop"
  worstHoldStart: "app_addr[8]$_SDFFE_PP0P_"
  hold_end: "app_addr[8]$_SDFFE_PP0P_"
  hold_depth: 2
run_status:
  status: "complete, no violations"
run:
  warnings: 25
  max_cap_violations: 0
## worst max path at each step
stage | from | endpoint | slack, ns | cells past startpoint
CTS | app_rdy | write_count[0]$_SDFFE_PP0P_ | 3.72 | 5
global route | STB_I | app_addr[26]$_SDFFE_PP0P_ | 3.55 | 5
finish | STB_I | write_count[0]$_SDFFE_PP0P_ | 3.74 | 5
## area by class of cell
| cell class | instances | area [um2] | area share [%] |
|---|---|---|---|
| timing repair buffer | 326 | 3250 | 33.0 |
| inverter | 1 | 3.75 | 0.0381 |
| sequential | 165 | 3300 | 33.6 |
| tap | 442 | 553 | 5.62 |
| clock buffer | 21 | 450 | 4.58 |
| multi-input combinational | 499 | 2160 | 21.9 |
| clock inverter | 11 | 128 | 1.30 |
## cell families after synthesis
logic type	Yosys count	synth area share (%)
other cells	1	0.0648
flops	165	57.1
xor+xnor	1	0.151
buf+inv	58	5.94
simple gates	327	21.7
fa+ha+maj	1	0.216
compound gates	168	14.9
## registers in the layout, summed over array words and instances, names as in the netlist
name / count
write_count: 4
app_cmd: 1
app_wdf_wren: 1
app_wdf_data: 128
ACK_O: 1
app_addr: 27
cstate: 2
read_en: 1
## power groups by stage
stage	sequential [mW]	combinational, mW	clock [mW]
after CTS	0.984	0.231	0.979
after global routing	0.988	0.249	1.01
final	0.984	0.226	0.939
## synthesized netlist by cell type
cell	instances	area share, %
a211oi_1	1	0.13
a21bo_2	1	0.17
a21boi_0	1	0.13
a21oi_1	160	14
a221o_1	1	0.17
a31oi_1	1	0.11
a41oi_1	1	0.15
and4_1	1	0.15
buf_2	8	0.69
buf_4	7	0.91
buf_6	12	2.3
clkbuf_1	30	1.9
conb_1	1	0.065
dfxtp_1	165	57
ha_1	1	0.22
inv_1	1	0.065
nand2_1	313	20
nand2b_1	1	0.11
nand3_1	2	0.17
nand4_2	1	0.22
nor2_1	5	0.32
o21ai_0	2	0.17
or2_2	1	0.11
or3_1	3	0.32
xnor2_1	1	0.15
## per-layer routing
metal	GRT usage (%)	share of wire (%)
met5	0	0
met4	1.38	1.4
met3	4.55	9.4
met2	16.6	47
met1	13.1	42
## per-stage QoR
| stage | cells | area (um2) | utilization (%) | total power [mW] | setup WS, ns |
|---|---|---|---|---|---|
| 2_1_floorplan | 722 | 5790 | - | 1.07 | 4.72 |
| 3_3_place_gp | 1433 | 9260 | 28.5 | 1.23 | 3.23 |
| 3_5_place_dp | 1433 | 9260 | 28.5 | 1.24 | 3.24 |
| 4_1_cts | 1465 | 9840 | 30.3 | 2.19 | 3.72 |
| 5_1_grt | 1465 | 9840 | 30.3 | 2.25 | 3.55 |
| 6_report | 1465 | 9840 | 30.3 | 2.15 | 3.74 |
## critical path: stages
cell and delay, ns:
clkdlybuf4s50_1 0.59, and4_4 0.64, buf_4 0.63, xnor2_1 0.19, nor2_1 0.05
Power figures rest on the tool's default switching activity, not on a simulated workload.
